**run.sh**
```bash
#!/bin/bash
# OpenROAD 26Q1-2900-gdf79404cd8, Yosys 0.63+post, stock flow scripts
make -C /OpenROAD-flow-scripts/flow DESIGN_CONFIG=/design/flow/config.mk WORK_HOME=/design/flow/orfs finish
```
**config.mk**
```make
export PLATFORM = sky130hd
export DESIGN_NAME = Register
export DESIGN_NICKNAME = Register
export VERILOG_FILES = /design/flow/design.v
export SDC_FILE = /design/flow/constraint.sdc
export NUM_CORES = 4
export LEC_CHECK = 1
export CORE_UTILIZATION = 30
```
**constraint.sdc**
```tcl
current_design Register

set clk_period 1.2
set clk_io_pct 0.2

create_clock -name clk0 -period $clk_period [get_ports {clk}]

set non_clock_inputs [all_inputs -no_clocks]
set_input_delay [expr $clk_period * $clk_io_pct] -clock clk0 $non_clock_inputs
set_output_delay [expr $clk_period * $clk_io_pct] -clock clk0 [all_outputs]
```
**design.v**
```verilog
module Register(
	input logic [31:0] I,
	input logic clk,
	input logic reset,
	input logic set,
	output logic [31:0] Q
);
	always_ff @(posedge clk, negedge reset, negedge set) begin
		if(!reset) Q <= 32'd0;
		else if(!set) Q <= 32'd4294967295;
		else Q <= I;
	end
endmodule: Register
```
==> out/qor.txt <==
Setup CP Type = register to output port
Fmax = 830 MHz
Number of flip-flops under the largest register name = 32
GRT Resource Usage Total = 13.0%
Total chip power = 2.25 mW
Post-synthesis chip area from yosys = 1050 sq um
Data arrival time of the critical path = 0.97 ns
Crit-path cells = buf_2
Vias = 646
Adder-cell share of the synthesized area = 0%
First DRT Iteration DRCs = 10
Number of maximum-capacitance constraint violations = 0
Family of cells with the greatest summed delay on the critical path = flip-flops
Routed Wire Length = 2250 microns
RSZ-0062 raised after global routing = yes
Number of setup violations in the final report = 3
Post-place setup slack = -0.0293 ns
Top cell type by total area after synthesis = dfbbp_1
Crit path launch type = register
Worst Setup End Kind = output port
Cell area leaders = dfbbp_1 99%, nand2b_1 0.60%
Final Critical Period = 1.21 ns
Least-Margin Pin Slew = 0.230 ns
Routability congestion estimate from global placement = 0.747
Complex Gates by Area = 0%
Clock network power share = 30.7%
Placed wire-length estimate after detailed placement = 1720 microns
Multiplexer share of the synthesized area = 0%
Switch Pwr = 408 uW
Number of buffers added by the clock tree synthesis step = 5
Iteration count of the initial detailed-routing pass = 4
Pin count of the biggest net entering global routing = 23
Synth Seq Share = 99.4%
Placeable core region = 3340 sq um
GRT Residual Overflow = 0
Combinational cell fraction of total power = 8.9%
Leading registers by flop count = Q (32)
Hold WC Path Type = input port to register
Outcome = finished, violations left
Quantity of I/O buffers inserted on ports = 66
Yosys cell count = 33
Syn-to-layout area delta = 65.1%
Post-synth cell types = 2
Post-synthesis register bit count = 32
Count of mapped cells out of synthesis = 33
Fraction of final layout cells with drive strength greater than 1 = 40.2%
Total I/O pin count = 67
Initial standard-cell utilization of the core = 31.4%
Count of final hold-check violations = 0
CTS tree = done
Non-Filler Cell Area, Final = 1730 sq um
Number of H-tree branching levels = 2
Die Y = 61.1 microns
Relative max-transition margin = 84.6%
# hold bufs at CTS = 0
Number of global-route vias before repair = 595
Portion of total power attributed to sequential cells = 60.4%
Yosys Warn Count = 2
Worst path bufs/invs = 1
Post-synthesis share of cell area spent on xor and xnor gates = 0%
Worst-case hold slack = 0.385 ns
DR DRC count = 0
Max-slew violation total from the final report = 0
Routed via count divided by cell count = 4.09
CP peak stage delay = 0.54 ns
Internal portion of total power = 1.85 mW
Instance area at placement = 1820 sq um
Width of the die = 61.1 microns
Placement Rows = 21
Most flop-heavy register = Q
Global-route wire length before repair = 3130 microns
Total leakage power = 0.767 nW
Crit-path slowest cell = dfbbp_1
Number of diodes = 0
Clock root buffer = clkbuf_4
Count of antenna-violating nets left after detailed routing = 0
Worst-path clk slew = 0.10 ns
Average size of a mapped cell = 31.7 sq um
Final period util = 100%
Die ar. = 3730 sq um
Post-detailed-route wirelength per cell = 14.2 microns
Required time worst endpoint = 0.96 ns
AND/OR/NAND/NOR Cells, Area Fraction = 0.597%
Maximum net fanout on the critical path = 1
Post-synthesis cell area = 1050 sq um
Yosys top cell area share = 99.3%
Failing checks = setup timing
Total power density per cell area = 1300 nW/um^2
Antenna violations before repair = 0
Final setup margin = -0.00546 ns
Top logic cell family in the synthesized netlist = simple AND/OR/NAND/NOR gates
OpenROAD warning count = 59
Largest buffer count on any clock path = 2
Switching power share of the total = 18.1%
Clock sinks = 32
Peak supply drop = 707 uV
-- placed cells by master, fill, tap and decap left out, drive strengths merged --
master,synthesis,routed
buf,0,37
clkdlybuf4s50,0,34
dfbbp,32,32
clkbuf,0,7
nand2b,1,1
clkinv,0,1
-- power by group through the flow --
stage	combinational [mW]	clock, mW	sequential [mW]
4_1_cts	0.206	0.724	1.36
5_1_grt	0.222	0.774	1.38
6_report	0.201	0.691	1.36
-- path summary, 6_finish.rpt --
path                              startpoint           endpoint  cells after the start
max                        Q[15]$_DFFSR_PPN_              Q[15]                      1
min                                     I[7]   Q[7]$_DFFSR_PPN_                      1
max in group asynchronous              reset  Q[16]$_DFFSR_PPN_                      2
min in group asynchronous                set  Q[17]$_DFFSR_PPN_                      3
-- cell families after synthesis --
group            count (synthesis)
flip-flops                      32
AND/OR/NAND/NOR                  1
-- cell usage after synthesis --
library cell and count:
dfbbp_1 32, nand2b_1 1
-- metrics by stage --
| step | TNS [ns] | util (%) | cells |
|---|---|---|---|
| after CTS | -0.0887 | 51.8 | 158 |
| final | -0.0113 | 51.8 | 158 |
| after floorplan | 0 | - | 33 |
| after global routing | -0.698 | 51.8 | 158 |
| after global placement | -0.0485 | 54.5 | 150 |
| after detailed placement | -0.0674 | 54.5 | 150 |
-- cell type report --
| class | instances | area (sq um) |
|---|---|---|
| Sequential cell | 32 | 1040 |
| Tap cell | 46 | 57.6 |
| Fill cell | 293 | 1610 |
| Multi-Input combinational cell | 1 | 8.76 |
| Clock buffer | 7 | 66.3 |
| Clock inverter | 1 | 5.00 |
| Timing Repair Buffer | 71 | 551 |
-- repair_timing --
| item | CTS | global route |
|---|---|---|
| buffers inserted | 0 | 0 |
| endpoints found under the setup margin | 32 | 31 |
| pin swaps | 0 | 0 |
| gates resized | 96 | 0 |
-- metal layers --
layer / vias up / part of all wire, % / track usage [%]
met4: 0 / 2.4 / 2.27
met3: 6 / 9.1 / 5.11
li1: 286 / - / -
met2: 35 / 46 / 17.9
met1: 319 / 42 / 21.9
met5: - / 0 / 0
No activity file was given, so power comes from the tool's default toggle rates.
