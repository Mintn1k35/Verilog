==> design/flow/design.v <==
module SRwPL(
	input logic [31:0] I,
	input logic [1:0] S,
	input logic clk, 
	input logic IL,
	input logic IR,
	output logic [31:0] Q
);
	logic [31:0] QL, QR;
	assign QR = {IL, Q[30:0]};
	assign QL = {Q[31:1], IR};
	logic [31:0] resultSelect;
	always @(*) begin
		case(S)
			2'b00: resultSelect = Q;  
			2'b01: resultSelect = I;  
			2'b10: resultSelect = QL;  
			2'b11: resultSelect = QR;  
			default: resultSelect = 32'bx;
		endcase
	end
	always_ff @(posedge clk) begin
		Q <= resultSelect;
	end
endmodule 
==> design/flow/run.sh <==
#!/bin/bash
# OpenROAD 26Q1-2900-gdf79404cd8, Yosys 0.63+post, stock flow scripts
make -C /OpenROAD-flow-scripts/flow DESIGN_CONFIG=/design/flow/config.mk WORK_HOME=/design/flow/orfs finish
==> design/flow/config.mk <==
export PLATFORM = sky130hd
export DESIGN_NAME = SRwPL
export DESIGN_NICKNAME = SRwPL
export VERILOG_FILES = /design/flow/design.v
export SDC_FILE = /design/flow/constraint.sdc
export NUM_CORES = 4
export LEC_CHECK = 1
export CORE_AREA = 10 10 95 95
export DIE_AREA = 0 0 105 105
==> design/flow/constraint.sdc <==
current_design SRwPL

set clk_period 2.7
set clk_io_pct 0.2

create_clock -name clk0 -period $clk_period [get_ports {clk}]

set non_clock_inputs [all_inputs -no_clocks]
set_input_delay [expr $clk_period * $clk_io_pct] -clock clk0 $non_clock_inputs
set_output_delay [expr $clk_period * $clk_io_pct] -clock clk0 [all_outputs]
==> results.txt <==
YS chip area: 1360 um2
PortBufs: 68
synth top area cells: edfxtp_1 (71%), and2_4 (19%), ha_1 (3.7%)
pre-CTS WS: 0.3421 ns
gr ovfl total: 0
fmax: 493.0 MHz
most flop-heavy register: Q
pin count of the biggest net entering global routing: 31
worst-case clock buffer depth: 2
n_diodes: 0
worst-margin pin slew: 0.6763 ns
Ys Warns: 1
drt wl/cell: 12.31 um
Hold WS: 0.9343 ns
row cnt: 30
synthesized area per cell: 17.22 um2
WP buf/inv: 2
cells after synthesis: 79
Slew Viols, Final: 0
# IOs: 69
total CTS buffers: 5
Fin. Hold Viols: 0
Max stage delay on crit path: 0.55 ns
first-pass GRT wire length: 4.816 mm
Routed Antenna Nets: 0
placed cell area: 2135 um2
DIE WIDTH: 105 um
worst setup margin: 0.6715 ns
max reg flops: 32
fill count: 705
pwr dens: 509.8 nW/um2
crit-path max FO: 30
Core Area: 6907 um2
Finished Layout Cells: 248
Post-synth seq share: 0.7065
synth unique cells: 10
Setup crit end kind: register
hold depth: 2
Final min period: 2.028 ns
status: finished, final reports clean
H-tree Lvls: 2
die height: 105 um
proportion of layout cells with a drive suffix above 1: 0.2500
CP required: 2.85 ns
RSZ-0062 raised after global routing: false
largest registers: Q: 32 flops
max cap viols: 0
DRT iter0 DRCs: 11
vias in the first global route: 918
Worst Setup Start Kind: primary input
Min-Delay Path Class: primary input to register
Synth Register Bits: 32
VDD IR max: 0.1447 mV
final setup fails: 0
# DRC: 0
Max-area cell share: 0.7065
CP Cell Sequence: clkdlybuf4s50_1 > inv_1 > ha_1 > nor2_4 > and2_4
Critical-path top delay cell: nor2_4
Post-CTS Hold Buffers: 0
Design Area, Final: 2212 um2
post-CTS setup buffers: 0
RD Place Congestion: 0.6818
Crit Path Class: primary input to register
tool warnings: 28
Area growth, synth to finish: 62.65%
final WL: 3.053 mm
DIE AREA: 11030 um2
CTS Root Cell: clkbuf_8
crit-path leading delay family: simple AND/OR/NAND/NOR gates
initial antenna violation count: 0
vias per cell: 3.391
Detailed Routing Iterations Pass 1: 2
DP Cell Count: 241
arrival time of the worst setup path: 2.17 ns
Mapped Area: 1360 um2
FP Core Util: 0.1969
TNS Setup: 0 ns
CTS tree: done
Vias: 841
Worst slew margin: 0.5481
Crit path depth: 5
post-layout period usage: 0.7513
number of cells in Yosys stat: 79
GRT Overall Usage: 0.05468
PostCTS Resize Cnt: 0
Reg clk slew, reported paths: 0.06 ns
DP Wirelength: 2.396 mm
Synth area leader: edfxtp_1
clock sinks: 32
Lkg Pwr: 0.7943 nW
## power by group
group	total (mW)	internal, mW	leakage [nW]	switching, mW
clock	0.341	0.175	0.0410	0.165
combinational	0.187	0.143	0.470	0.0441
sequential	0.600	0.591	0.284	0.00896
## metrics by stage
stage,total power [mW],utilization
finish,1.128,0.3203
global route,1.193,0.3203
CTS,1.154,0.3203
detailed placement,0.8046,0.3091
global placement,0.8038,0.3091
floorplan,0.6735,-
## layout make-up
class | count | area, um2 | area share
flip-flops and latches | 32 | 960.9 | 0.4344
inverters | 2 | 7.507 | 0.003394
clock buffers | 6 | 72.57 | 0.03281
multi-input cells | 42 | 357.8 | 0.1618
well taps | 96 | 120.1 | 0.05430
clock inverters | 1 | 5.005 | 0.002262
repair buffers | 69 | 688.2 | 0.3111
## synth_stat cells, drive strengths merged
cell type,number
buf,3
nand2b,2
and2,30
nor2,2
ha,4
nand2,2
inv,2
edfxtp,32
o21ai,2
## per-layer routing
metal | wire length [um] | GRT usage | up-vias | share of wire
met3 | 302 | 0.03043 | 5 | 0.099
met5 | 0 | 0 | - | 0
met1 | 1235 | 0.06072 | 382 | 0.40
met2 | 1475 | 0.09253 | 42 | 0.48
li1 | - | - | 412 | -
met4 | 40 | 0.006863 | 0 | 0.013
## path summary, 6_finish.rpt
check / from / end / slack [ns]
hold / removal: I[24] / Q[24]$_DFFE_PP_ / 0.93
setup / recovery: S[0] / Q[12]$_DFFE_PP_ / 0.67
## cells by family (layout without fill, tap and decap cells)
kind of cell,count (synthesis),count (layout),synth area share
AOI/OAI and AO/OA,2,2,0.007360
buffers and inverters,5,78,0.03036
and+or+nand+nor,36,36,0.2189
adders and majority gates,4,4,0.03680
DFF,32,32,0.7065
## placed cells by master (no fill, tap or decap), types with 2 or more instances in the layout
master	netlist	routed
nand2b_1	2	2
clkbuf_8	0	5
edfxtp_1	32	32
o21ai_0	2	2
clkdlybuf4s50_1	0	68
inv_1	2	2
and2_4	30	30
ha_1	4	4
nand2_1	2	2
Power is estimated from default activity; no workload was simulated.
